## ./design.v

```verilog
module VGA_sync(
input logic clk,
input logic rst,
output logic hsync,
output logic vsync,
output logic [9:0] v_counter,
output logic [9:0] h_counter
);
logic pxl_clk;
always_ff @(posedge clk or negedge rst) begin
    if (!rst) 
        pxl_clk <= 1;
    else 
        pxl_clk <= ~pxl_clk;
end
always_ff @(posedge clk or negedge rst) begin
    if (!rst) 
        h_counter <= 0;
    else begin
        if (pxl_clk) begin
            if (h_counter == 799) 
                h_counter <= 0;
            else
                h_counter <= h_counter + 1;
        end    
    end    
end
always_ff @(posedge clk or negedge rst) begin
    if (!rst) 
        v_counter <= 0;
    else begin
        if (pxl_clk) begin
            if (h_counter == 799) 
                if (v_counter == 523)
                    v_counter <= 0; 
                else
                    v_counter <= v_counter + 1;
        end    
    end    
end
assign hsync = (h_counter > 655 && h_counter < 752)?1'b0:1'b1;  
assign vsync = (v_counter > 490 && v_counter < 493)?1'b0:1'b1;
endmodule
```

## ./run.sh

```bash
#!/bin/bash
# OpenROAD 26Q1-2900-gdf79404cd8, Yosys 0.63+post, stock flow scripts
make -C /OpenROAD-flow-scripts/flow DESIGN_CONFIG=/design/flow/config.mk WORK_HOME=/design/flow/orfs finish
```

## ./config.mk

```make
export PLATFORM = sky130hd
export DESIGN_NAME = VGA_sync
export DESIGN_NICKNAME = VGA_sync
export VERILOG_FILES = /design/flow/design.v
export SDC_FILE = /design/flow/constraint.sdc
export NUM_CORES = 4
export LEC_CHECK = 1
export CORE_AREA = 10 10 84 84
export DIE_AREA = 0 0 94 94
```

## ./constraint.sdc

```tcl
current_design VGA_sync

set clk_period 2.5
set clk_io_pct 0.2

create_clock -name clk0 -period $clk_period [get_ports {clk}]

set non_clock_inputs [all_inputs -no_clocks]
set_input_delay [expr $clk_period * $clk_io_pct] -clock clk0 $non_clock_inputs
set_output_delay [expr $clk_period * $clk_io_pct] -clock clk0 [all_outputs]
```

==> flow_metrics.tcl <==
# implementation run metrics
set metrics [dict create \
    htree_num_levels 1 \
    critPathRequiredTime_ps 2000 \
    drtIter0Drc 35 \
    portBuffers 23 \
    swShare_pct 21.1 \
    topCellsByArea "dfrtp_1, nand2_1, xnor2_1" \
    hold_viol_final 0 \
    rows 26 \
    final_cell_mix "clkdlybuf4s50_1, dfrtp_1, nand2_1" \
    end_kind "output port" \
    cts_resized 0 \
    synth-async-reset-ratio_pct 100 \
    status "finished, final reports clean" \
    antenna_cells 0 \
    ys_chip_area_um2 1150 \
    cts_tree "done" \
    globalRoute.totalOverflow 0 \
    combPwrFrac_pct 1.6 \
    post-synth-top-area-cell "dfrtp_1" \
    vias 974 \
    syn_area_um2 1150 \
    ant_nets 0 \
    post-route-period-util_pct 87.8 \
    drive_gt1_share_pct 6.71 \
    io_pins 24 \
    ys_sh_adder_pct 4.36 \
    simple_gate_area_share_pct 27.4 \
    final_util_pct 28.9 \
    path_max_fanout 4 \
    fin_crit_ps 2190 \
    finalSetupViolations 0 \
    grt_pass1_wl_um 4450 \
    syn_avg_cell_area_um2 9.25 \
    netlist_instances 124 \
    die_w_um 94 \
    synth-edff-count 0 \
    path_clk_slew_ps 80 \
    drv_cap 0 \
    finClkSkew_ps 0.918 \
    cts.sinks 21 \
    grt_pass1_vias 897 \
    antenna_found_initial 0 \
    power_density_nw_per_um2 383 \
    crit_family "buffers and inverters" \
    p_int_w 0.000455 \
    fillers 555 \
    clk_path_buf_depth 2 \
    fmax_mhz 456 \
    crit_chain "inv_1 > ha_1 > o31ai_1 > nand4b_1 > clkdlybuf4s50_1" \
    slowest_delay_ps 420 \
    crit_arrival_ps 1690 \
    yosysCellCount 124 \
    synth_seq_share_pct 45.9 \
    drc_errors 0 \
    grt_max_degree 22 \
    power.switching_w 0.000122 \
    vias_per_cell 4.45 \
    aoi_share_pct 12.3 \
    clockRootBuffer "clkbuf_8" \
    reg2reg_from "h_counter[0]$_DFFE_PN0P_" \
    rsz0062_at_grt "no" \
    clockPowerShare_pct 39.6 \
    min_from "h_counter[1]$_DFFE_PN0P_" \
    top_cell_area_share_pct 43.6 \
    tightest_slew_ps 512 \
    mux_share_pct 0.981 \
    netlist_logic_family_top "simple AND/OR/NAND/NOR gates" \
    drt_first_pass_iters 4 \
    openroad.warnings 27 \
    hold_path_class "flop to flop" \
    p_leak_nw 0.589 \
    fin_tns_setup_ps 0 \
    finalMaxSlewViolations 0 \
    ir_drop_mv 0.260 \
    cts_buffers 3 \
    initCoreUtil_pct 22.0 \
    grt_usage_pct 6.13 \
    die_h_um 94 \
    die_area_um2 8840 \
    place_congestion 0.869 \
    insertion_delay_ps 260 \
    ys_ff 21 \
    crit_start "v_counter[0]$_DFFE_PN0P_" \
    detail_route.wl_per_cell_um 12.1 \
    yosysWarnings 1 \
    startpoint_type "flop" \
    fp.coreArea_um2 5200 \
    synth.distinct_cells 35 \
    syn2layout_area_growth_pct 31.2 \
    path_class "flop to output port" \
    cp_slowest_cell "clkdlybuf4s50_1" \
    worst_slew_margin_rel_pct 65.6 \
    hpwl_um 1920 \
    cts_hold_buf 0 \
    p_seq_share_pct 58.8 \
    drt-total-wl_um 2640 \
    yosys.area_share.xor_xnor_pct 5.34 \
    hold_slack_ps 533 \
    lay_top_count "clkdlybuf4s50_1" \
    power.total_w 0.000577 \
    cts_setup_buffers 0 \
    path_buffers 2 \
    ff_type "dfrtp_1" \
]
-- state kept, by name, summed over array words and instances (netlist names) --
register and flops:
v_counter 10, pxl_clk 1, h_counter 10
-- worst paths after layout --
| kind | to | cells after the start | slack (ps) |
|---|---|---|---|
| min in group asynchronous | v_counter[4]$_DFFE_PN0P_ | 2 | 580 |
| max reg2reg | v_counter[7]$_DFFE_PN0P_ | 5 | 620 |
| max in group asynchronous | pxl_clk$_DFF_PN1_ | 2 | 1640 |
| max | vsync | 5 | 310 |
| min | h_counter[1]$_DFFE_PN0P_ | 1 | 530 |
| min reg2reg | h_counter[1]$_DFFE_PN0P_ | 1 | 530 |
-- cells by family after synthesis --
kind of cell             count (synthesis)
AND-OR/OR-AND                           22
XOR/XNOR                                 7
adder cells (fa/ha/maj)                  4
buffers and inverters                   10
flip-flops                              21
multiplexers                             1
AND/OR/NAND/NOR                         59
-- power by group through the flow --
stage     clock network [W]   logic [W]  registers [W]
6_report           0.000228  0.00000906       0.000339
5_1_grt            0.000247   0.0000110       0.000339
4_1_cts            0.000238  0.00000988       0.000339
-- cell type report --
type	instances	area [um^2]	share of cell area (%)
Inverter	6	22.5	1.50
Clock buffer	4	45.0	2.99
Multi-Input combinational cell	93	578	38.4
Timing Repair Buffer	25	245	16.3
Sequential cell	21	527	35.0
Tap cell	70	87.6	5.82
-- worst reg2reg max path, cell delays in order, from the launching register on --
cell and delay (ps):
dfrtp_1 410, ha_1 260, and4b_1 320, nand3_2 190, or4_1 530, o21ai_0 90
-- Yosys cell counts (2+ instances only) --
| library cell | number |
|---|---|
| clkbuf_2 | 3 |
| inv_1 | 6 |
| dfrtp_1 | 20 |
| nor3_1 | 2 |
| ha_1 | 4 |
| and3_1 | 3 |
| nand3_1 | 8 |
| a21oi_1 | 4 |
| nor2_1 | 9 |
| o31ai_1 | 2 |
| nand2_1 | 17 |
| xnor2_1 | 6 |
| nand4_1 | 5 |
| a21o_1 | 3 |
| or3_1 | 4 |
| nand4b_1 | 2 |
| a22o_1 | 2 |
| o21ai_0 | 7 |
-- stage by stage --
step,setup WS [ps],cells,area (um^2)
final,306,219,1510
after global routing,91.2,219,1510
after CTS,289,219,1510
after detailed placement,587,215,1460
after global placement,596,215,1460
after floorplan,792,124,1150
-- per-layer routing --
| layer | track usage, % | up-vias | share of wire [%] |
|---|---|---|---|
| met4 | 0.380 | 0 | 0.53 |
| met5 | 0 | - | 0 |
| li1 | - | 495 | - |
| met3 | 3.07 | 2 | 12 |
| met1 | 8.44 | 450 | 47 |
| met2 | 8.87 | 27 | 40 |
Power and IR drop assume default switching activity.
